==> flow/design.v <==
module TCell (input wire clk,input wire set,input wire reset,input wire set_symbol,output reg valid,output reg symbol);
    initial begin
        symbol = 0;
        valid = 0;
    end
    always @(posedge clk) begin
        if (reset) begin
            symbol <= 0;
            valid <= 0;
        end
        else if (set && !valid) begin
            symbol <= set_symbol;
            valid <= 1;
        end
    end
endmodule
module RowColDecoder (input [1:0] row, input [1:0] col, output reg [3:0] index);
    always @(*) begin
        index = (row-1) * 3 + col-1; 
    end
endmodule
module TBox (input clk, input set, input reset, input [1:0] row, input [1:0] col, output reg [8:0] valid, output reg [8:0] symbol, output reg [1:0] game_state);
    wire [8:0] cell_valid;
    wire [8:0] cell_symbol; 
    reg current_player;
    wire [3:0] cell_index;
    RowColDecoder rcd (.row(row), .col(col), .index(cell_index));
    initial begin
        valid <= 9'b0; 
        symbol <= 9'b0;
        game_state <= 2'b00; 
        current_player <= 1'b1; 
    end
    genvar i;
    generate
        for (i = 0; i < 9; i = i + 1) begin : cell_array
            wire set_cell = (cell_index == i) && set;
            TCell cell_inst (.clk(clk), .reset(reset), .set(set_cell), .set_symbol(current_player), .valid(cell_valid[i]), .symbol(cell_symbol[i]));
        end
    endgenerate
    always @(posedge clk or posedge reset) begin
        if (reset) begin
            valid <= 9'b0; 
            symbol <= 9'b0; 
            game_state <= 2'b00; 
            current_player <= 1'b1; 
        end else if (set && game_state == 2'b00) begin
            if (!cell_valid[cell_index]) begin
                valid <= cell_valid; 
                symbol[cell_index] <= current_player; 
                valid[cell_index] <= 1'b1; 
                current_player <= ~current_player; 
            end
        end
    end
    always @(*) begin
        if (game_state == 2'b00) begin
            if ((cell_valid[0] && cell_valid[1] && cell_valid[2] && cell_symbol[0] == cell_symbol[1] && cell_symbol[1] == cell_symbol[2]) ||
                (cell_valid[3] && cell_valid[4] && cell_valid[5] && cell_symbol[3] == cell_symbol[4] && cell_symbol[4] == cell_symbol[5]) ||
                (cell_valid[6] && cell_valid[7] && cell_valid[8] && cell_symbol[6] == cell_symbol[7] && cell_symbol[7] == cell_symbol[8]) ||
                (cell_valid[0] && cell_valid[3] && cell_valid[6] && cell_symbol[0] == cell_symbol[3] && cell_symbol[3] == cell_symbol[6]) ||
                (cell_valid[1] && cell_valid[4] && cell_valid[7] && cell_symbol[1] == cell_symbol[4] && cell_symbol[4] == cell_symbol[7]) ||
                (cell_valid[2] && cell_valid[5] && cell_valid[8] && cell_symbol[2] == cell_symbol[5] && cell_symbol[5] == cell_symbol[8]) ||
                (cell_valid[0] && cell_valid[4] && cell_valid[8] && cell_symbol[0] == cell_symbol[4] && cell_symbol[4] == cell_symbol[8]) ||
                (cell_valid[2] && cell_valid[4] && cell_valid[6] && cell_symbol[2] == cell_symbol[4] && cell_symbol[4] == cell_symbol[6])) 
            begin
                game_state <= (current_player == 1'b1) ? 2'b10 : 2'b01; 
            end else if (&cell_valid) begin
                game_state <= 2'b11;
            end else begin
                game_state <= game_state; 
            end
        end
    end
endmodule
==> flow/run.sh <==
#!/bin/bash
# OpenROAD 26Q1-2900-gdf79404cd8, Yosys 0.63+post, stock flow scripts
make -C /OpenROAD-flow-scripts/flow DESIGN_CONFIG=/design/flow/config.mk WORK_HOME=/design/flow/orfs finish
==> flow/config.mk <==
export PLATFORM = sky130hd
export DESIGN_NAME = TBox
export DESIGN_NICKNAME = TBox
export VERILOG_FILES = /design/flow/design.v
export SDC_FILE = /design/flow/constraint.sdc
export NUM_CORES = 4
export LEC_CHECK = 1
export CORE_AREA = 10 10 111 111
export DIE_AREA = 0 0 121 121
==> flow/constraint.sdc <==
current_design TBox

set clk_period 3.5
set clk_io_pct 0.2

create_clock -name clk0 -period $clk_period [get_ports {clk}]

set non_clock_inputs [all_inputs -no_clocks]
set_input_delay [expr $clk_period * $clk_io_pct] -clock clk0 $non_clock_inputs
set_output_delay [expr $clk_period * $clk_io_pct] -clock clk0 [all_outputs]
==> deck_impl_summary.md <==
Physical Implementation Snapshot

Logic synthesis
  • EDFF count, synth: 0
  • Synth top area share: 29.2%
  • Post-synth top cells: 21 x nor2_1, 20 x a21oi_1, 18 x dfrtp_1
  • Cell area after synthesis: 1540 sq um
  • Synth warn: 9
  • Cell type with the largest total area: dfrtp_1
  • Yosys Instances: 159
  • Cell Type Count: 39
  • FFs w/ async S/R, synth: 67.9%
  • Flops after synth: 28
  • YS chip area: 1540 sq um
  • Cell count after synthesis: 159
  • Sequential area share after synthesis: 42.6%
  • Mean Syn Cell Area: 9.69 sq um
  • Synth Flop Type: dfrtp_1
  • Synth top cell by count: nor2_1
  • Top cells, area: dfrtp_1 29%, dfxtp_1 12%, ha_1 7.3%, a21oi_1 6.5%, mux2_2 5.8%

Min path
  • Worst Hold Class: register to register

Placement
  • Post-DP HPWL: 3010 um
  • Placed Instances: 334
  • Routability cong.: 0.847
  • Port Buf Inserts: 24

Status
  • Status: completed

Pwr
  • LEAKAGE: 0.943 nW
  • Power Total: 0.00124 W
  • Clock Power Share: 17.9%
  • P_int: 0.000889 W
  • Sw Ratio: 28.5%
  • Sw power: 0.000354 W
  • Cell area power density: 552 nW/um^2
  • Combinational fraction of design power: 43.4%
  • Maximum vdd ir drop: 0.184 mV
  • Sequential share of power: 38.8%

Floorplan
  • Core area: 9860 sq um
  • Die H: 121 um
  • Die width: 121 um
  • Die ar.: 14600 sq um
  • Row count: 36
  • Initial Util: 15.6%
  • Ports: 27

CTS
  • CTS Hold Bufs: 0
  • Clock Sinks: 28
  • CTS tree: built
  • CTS Buffer Depth: 2
  • CTS H-Tree Depth: 1
  • Number of CTS-inserted buffers: 3
  • Clock Latency Late Sink: 270 ps
  • Clock root cell: clkbuf_8
  • CTS clock-pin slew for the worst setup and hold paths: 100 ps

Cells and area
  • Non-filler cells in the finished layout: 341
  • Ratio of cells with drive above 1 in the final layout: 26.0%
  • Fill cell count: 1036
  • Logic area: 830 sq um
  • Fin util: 22.8%
  • Register area: 657 sq um
  • Layout Area Growth over Synthesis: 45.9%

Timing
  • RSZ-0062 raised after global routing: false
  • Endpoints failing hold: 0
  • Slew headroom: 51.4%
  • Fmax: 305 MHz
  • Setup Skew: 4.98 ps
  • Slew @ Worst Pin: 728 ps
  • Final setup fails: 0
  • Setup total negative slack: 0 ps
  • Fin crit share: 93.8%
  • Fin Hold WS: 509 ps
  • Min cycle time layout: 3280 ps
  • Max Slew Vio Count: 0

Critical path
  • CP arrival: 3440 ps
  • Worst-case reg-to-reg path depth: 7
  • Critical path class: primary input to register
  • Critical path cell sequence: dlygate4sd2_1 -> inv_2 -> ha_4 -> xor2_1 -> ha_1 -> inv_1 -> fa_2 -> or3_4 -> and2_4 -> a311oi_4 -> buf_6 -> buf_12 -> nand3_1 -> mux2_2
  • Crit-path max cell delay: 410 ps
  • CP max FO: 5
  • Worst r2r src: cell_array[2].cell_inst.valid
  • Worst reg2reg setup slack: 1730 ps
  • Critical Path Sink: symbol[6]
  • R2r endpoint: symbol[6]
  • Setup crit start kind: primary input
  • CP required: 3660 ps
  • Crit path from: row[1]
  • Critical Path Slowest Stage Cell: or3_4
  • Worst setup EP type: register

Global route
  • Vias in the first global route: 1303
  • GR Util All Layers: 5.28%
  • Grt total ovfl: 0
  • Largest net degree at the start of global routing: 20
  • Initial antenna violation count: 0
  • First-pass GRT wire length: 6340 um

Detailed routing
  • TritonRoute pass-1 iters: 4
  • DRT iter0 DRCs: 24
  • Vias: 1241
  • # DRC: 0
  • Post-route ant nets: 0
  • Ant diodes: 0
  • Vias/cell: 3.64
  • Routed WL: 3720 um
  • Routed length per placed instance: 10.9 um

Flow run
  • Tool Warnings: 30
  • Max Cap Viol: 0
## worst max-delay path: cells and delay by family
kind	cells	cell delay [ps]
adder cells (fa/ha/maj)	3	750
buffers and inverters	5	610
AND-OR/OR-AND	1	280
multiplexers	1	290
AND/OR/NAND/NOR	3	670
XOR/XNOR	1	150
## timing repair
action / in CTS / in global routing
endpoints found under the setup margin: 8 / 0
buffers inserted: 2 / 0
resized: 12 / 0
## state kept, by name, summed over array words and instances (netlist names)
name                        count
current_player                  1
symbol                          9
valid                           9
cell_array.cell_inst.valid      9
## per-stage QoR
stage	setup slack, ps	instance area, sq um
after global routing	24.7	2250
after floorplan	61.1	1550
after detailed placement	-345	2110
after CTS	231	2250
final	219	2250
after global placement	-324	2110
## routing by layer
metal  vias up  routed length [um]  track usage, %
met5         -                   0               0
met4         0                  15           0.151
met3         2                 224            1.56
met2        15                1860            9.18
met1       580                1620            6.66
li1        644                   -               -
## how the worst min path moves through the flow
stage | start | endpoint | slack [ps] | cells after the start
after CTS | cell_array[3].cell_inst.valid | cell_array[3].cell_inst.valid | 510 | 2
final | cell_array[3].cell_inst.valid | cell_array[3].cell_inst.valid | 510 | 2
after global routing | symbol[2] | symbol[2] | 530 | 1
## cell type report
class | instances | share of cell area (%)
multi-input cells | 115 | 36.9
flip-flops and latches | 28 | 29.2
repair buffers | 52 | 22.1
well taps | 133 | 7.40
clock buffers | 4 | 2.95
inverters | 9 | 1.50
## power groups by stage
stage | registers (W) | logic (W) | clock network, W
after CTS | 0.000486 | 0.000549 | 0.000230
after global routing | 0.000501 | 0.000597 | 0.000241
final | 0.000481 | 0.000539 | 0.000222
## logic make-up after synthesis
kind of cell	Yosys count	synth area share, %
simple gates	50	15.5
compound gates	34	13.8
flops	28	42.6
buf+inv	17	5.92
mux	15	11.0
fa+ha+maj	10	8.60
xor+xnor	4	2.27
other cells	1	0.243
## cells in the final DEF, fill, tap and decap left out, types with 3 or more instances in the layout
| master | n |
|---|---|
| mux2_2 | 8 |
| dfrtp_1 | 18 |
| nor2_1 | 21 |
| mux2i_1 | 5 |
| a21oi_1 | 19 |
| clkbuf_8 | 3 |
| ha_1 | 8 |
| buf_4 | 24 |
| nor2b_1 | 3 |
| xor2_1 | 3 |
| clkdlybuf4s50_1 | 22 |
| dfxtp_1 | 9 |
| nand3_1 | 5 |
| nor3_1 | 3 |
| o21ai_0 | 6 |
| inv_1 | 7 |
| nand2_1 | 8 |
| nand2b_1 | 3 |
Power and IR drop assume default switching activity.
